===== flow/run.sh =====
#!/bin/bash
# OpenROAD 26Q1-2900-gdf79404cd8, Yosys 0.63+post, stock flow scripts
make -C /OpenROAD-flow-scripts/flow DESIGN_CONFIG=/design/flow/config.mk WORK_HOME=/design/flow/orfs finish

===== flow/config.mk =====
export PLATFORM = sky130hd
export DESIGN_NAME = DataMem
export DESIGN_NICKNAME = DataMem
export VERILOG_FILES = /design/flow/design.v
export SDC_FILE = /design/flow/constraint.sdc
export NUM_CORES = 4
export LEC_CHECK = 1
export CORE_UTILIZATION = 30

===== flow/constraint.sdc =====
current_design DataMem

set clk_period 8.9
set clk_io_pct 0.2

create_clock -name clk0 -period $clk_period [get_ports {clk}]

set non_clock_inputs [all_inputs -no_clocks]
set_input_delay [expr $clk_period * $clk_io_pct] -clock clk0 $non_clock_inputs
set_output_delay [expr $clk_period * $clk_io_pct] -clock clk0 [all_outputs]

===== flow/design.v =====
module DataMem(input clk,
               input [7:0] addr,
               input [7:0] data,
               input wren,
               output [7:0] q);
  reg [7:0] tmp_data;
  reg [7:0] mem [256];
  always @ (posedge clk) begin
    if(wren)
      mem[addr] <= data;
    else
      tmp_data <= mem[addr];
  end
  assign q = wren ? 'hz : tmp_data;
endmodule

==> summary.txt <==
Synthesis and PnR results.

- The chip area reads between 200000 and 300000 sq um.
- The width of the chip is 514 um.
- The cell type contributing the most total cell area after synthesis reads edfxtp_1.
- Detailed placement finished with a half-perimeter wire length of 112000 um.
- The largest fanout of any net on the critical path reads 38.
- The later-pin clock latency in the skew report reads slightly above 800 ps.
- Per the cell usage report, the commonest logic cell in the layout is edfxtp_1.
- For this run, design rule violations remaining after detail routing come to 0.
- Per the cell usage report, the commonest logic cells after layout are 2056 x edfxtp_1, 512 x mux4_2, 256 x a22oi_1.
- STA reports the tightest min-delay check as being of type reg2reg.
- Checking max transition, the worst relative margin is 0.159.
- The required time at the worst endpoint is listed as 9430 ps.
- The first detailed-routing pass took 7 iterations.
- The total setup violations reported at the end of the flow reads 0.
- For reference, the top cells by area after synthesis are edfxtp_1 79%, mux4_2 15%, a22oi_1 2.4%.
- The share of the core area taken by cells at floorplan is 0.302.
- The routed wire length reads 190000 um.
- The logs give a warning total of 29.
- The CTS buffer count reads 204.
- The share of the clock period used by the worst path after layout reads 0.598.
- The post-synthesis chip area from yosys is 78500 sq um.
- Setup slack on the worst path after placement came out at about 2600 ps.
- The clock tree synthesis step divided the H-tree into 4 levels.
- Yosys reported a register bit count of 2056.
- The worst clock skew is 40.7 ps.
- The count of boundary I/O pins is 26.
- The dominant synthesized flop cell is edfxtp_1.
- The total power density per cell area reads 221 nW/um^2.
- The netlist area before placement reads 78500 sq um.
- The minimum period implied by the final worst setup slack is ~5300 ps.
- The floorplan die height reads 514 um.
- Per Yosys stat, the portion of area used by sequential elements is 0.786.
- The fill cell instance count of the final layout reads 23600.
- The fmax reads 188 MHz.
- The utilization after layout reads 0.347.
- The worst-case setup margin in the final layout is 3570 ps.
- Per the post-CTS timing run, clock transition at the registers of the reported paths is 60 ps.
- The initial detailed-routing violation count is between 2000 and 3000.
- STA reports a reg2reg setup slack of 5740 ps.
- The OpenROAD report gives the critical path a data arrival time of just under 6000 ps.
- The buffer levels on the longest clock path reads 3.
- The pin closest to its max-slew limit shows a slew of 1250 ps.
- The count of buffers added on input and output ports is 25.
- The post-detailed-route wirelength per cell reads 25.7 um.
- For this block, the via count after detailed routing is ~37000.
- The clock net sink count reads around 2100.
- The area share of the largest cell type after synthesis is 0.786.
- The number of placement rows reads approximately 190.
- The mean post-synth cell area reads ~22 sq um.
- The tool flagged a number of max-cap violations equal to 0.
- The area of the core is ~260000 sq um.
- The remaining antenna violation count is 0.
- The summed negative setup slack over all endpoints reads 0 ps.
- The overflow left after global routing is 0.
- The start-to-end type of the worst setup path is in2reg.
- The standby leakage power is approximately 0.027 uW.
- The maximum resistive drop on vdd reads approximately 0.18 mV.
- The number of resized instances in the post-cts repair step reads 0.
- The capturing element type of the critical path is a register.
- The sort of element at the start of the critical path is a primary input.
- Leaving out buffers and inverters, the combinational logic in the layout accounts for 15800 sq um.
- The layout summary lists the proportion of cells stronger than drive strength 1 as 0.256.
- Counting flops with an async set or reset pin after synthesis yields a share of 0.
- Per the run report, area growth between synthesis and finish was 14.9%.
- Per the CTS log, the root buffer master is clkbuf_16.
- The first global-routing pass estimated about 280000 um of wire.
- The run finished with clean final reports.
- Counting flops with a built-in enable in the synthesized netlist gives 2056.
- The post-synthesis instance total is 3545.
- The per-cell via count in the routed design reads 5.00.
- The number of hold-slack violations in the final timing report is 0.
- After synthesis, the netlist uses 20 different library cells.
- Setup repair after global routing left no endpoint under its margin.
- Across every metal layer, demand over resource in global routing totals 0.156.
- The hold-fix buffer count after cts reads 0.
- The maximum number of pins on one net before global-route repair reads 133.
- The TritonCTS clock tree reads yes.
- The initial antenna violation count reads 4.
- The weighted congestion reported at the end of routability-driven placement reads 0.870.
- The cell count listed in synth_stat.txt reads 3545.
- The yosys warning tally is 2.
- Max-slew check failures listed in the final report amount to 0.
- The area taken by flip-flops and latches reads 61700 sq um.
- The number of global-route vias before repair is between 40000 and 50000.
- Looking at the post-CTS report, the setup buffer insertion count equals 0.
==> critical path, stage by stage <==
cell and delay (ps):
buf_8 380, buf_4 600, buf_4 670, mux4_2 600, a22oi_1 370, a21oi_1 160
o41ai_1 880, buf_4 280, nand4_1 100
==> layer usage <==
metal  vias up  routed length (um)  track usage
met5         -                 182      0.00438
met4         7                5630       0.0373
met3       306               29900        0.114
met2      2212               90800        0.236
met1     19000               63600        0.178
li1      15500                   -            -
==> report_power, final <==
group          internal (uW)  total, uW  switching, uW
Sequential             10700      10700           17.2
Clock                   4750       8330           3580
Combinational            304        877            572
==> synthesized netlist by cell type (15+ instances only) <==
master / instances
clkbuf_1: 140
buf_1: 31
nor3_1: 27
buf_6: 15
nand3_1: 17
o41ai_1: 32
nand2_1: 25
a21oi_1: 128
mux4_2: 512
edfxtp_1: 2056
nor2_1: 234
buf_2: 34
a22oi_1: 256
==> cells by family after synthesis <==
family,synth area share
flops,0.786
mux,0.147
compound gates,0.0362
simple gates,0.0173
buf+inv,0.0135
==> layout make-up <==
class / instances / share of cell area
sequential: 2056 / 0.684
multi-input combinational: 1258 / 0.175
clock buffer: 258 / 0.0602
tap: 3496 / 0.0485
timing repair buffer: 215 / 0.0202
clock inverter: 116 / 0.0116
inverter: 1 / 0.0000416
antenna: 1 / 0.0000277
==> registers in the layout, indices dropped and copies added, names as in the netlist <==
register,count
tmp_data,8
mem,2048
==> through the flow <==
stage               power, uW  hold WS, ps  std cells  instance area, sq um
floorplan               11400          896       3545                 78500
global placement        11800         1010       7025                 83700
detailed placement      11800         1020       7026                 83700
CTS                     20100         1040       7400                 90200
global route            20500         1090       7400                 90200
finish                  19900         1030       7401                 90200
==> final timing paths <==
kind                               endpoint  cells after the start   startpoint
worst max-delay path            tmp_data[0]                      9      addr[0]
worst min-delay path            tmp_data[0]                      5  mem[234][0]
worst max register to register  tmp_data[0]                      6  mem[122][0]
worst min register to register  tmp_data[0]                      5  mem[234][0]
Power and IR drop assume default switching activity.
