==> config.mk <==
export PLATFORM = sky130hd
export DESIGN_NAME = ParallelIN
export DESIGN_NICKNAME = ParallelIN
export VERILOG_FILES = /design/flow/design.v
export SDC_FILE = /design/flow/constraint.sdc
export NUM_CORES = 4
export LEC_CHECK = 1
export CORE_AREA = 10 10 70 70
export DIE_AREA = 0 0 80 80
==> run.sh <==
#!/bin/bash
# OpenROAD 26Q1-2900-gdf79404cd8, Yosys 0.63+post, stock flow scripts
make -C /OpenROAD-flow-scripts/flow DESIGN_CONFIG=/design/flow/config.mk WORK_HOME=/design/flow/orfs finish
==> design.v <==
module MUX2_1(input [7:0]A, B,
              input Sel,
              output reg[7:0]Y);
  always@(*) begin
    case(Sel)
      1'b0: Y=A;
      1'b1: Y=B;
    endcase
  end
endmodule
module ParallelIN(input [7:0]MemData, DataIn, Address,
                  output [7:0]RegData);
  wire external_input;
  assign external_input = (Address==8'hFF)? 1:0;
  MUX2_1 U0(.A(MemData[7:0]),
            .B(DataIn[7:0]),
            .Sel(external_input),
            .Y(RegData[7:0]));
endmodule
==> constraint.sdc <==
current_design ParallelIN

set clk_period 2.8
set clk_io_pct 0.2

create_clock -name clk0 -period $clk_period

set non_clock_inputs [all_inputs -no_clocks]
set_input_delay [expr $clk_period * $clk_io_pct] -clock clk0 $non_clock_inputs
set_output_delay [expr $clk_period * $clk_io_pct] -clock clk0 [all_outputs]
==> notes.md <==
Purpose: to document the outcome of synthesis and place and route.

Final timing
For the finished layout, the period the worst path requires is 2750 ps. From the final report, the count of setup violators was given as 0. Dividing the final minimum period by the clock period gives 98.1%. The worst-margin pin slew is 137 ps. The count of final hold-check violations is 0.

Across all checked pins, the minimum headroom to the slew limit is 90.8%. Based on the critical path, the design can be clocked at up to 364 MHz. Setup repair after global routing left no endpoint under its margin.

The total count of max-transition violations in the final report is 0. Across all setup checks in the final design, the least slack found is 52.3 ps.

Cells and area
Between the synthesized netlist and the finished layout, the area growth was recorded as 371%. The layout summary lists the proportion of cells stronger than drive strength 1 as 24.4%. The final report gives the core utilization as 15.7%. The area of all sequential standard cells is 0 sq um.

According to the cell report, flip-flops and latches in the layout number 0. Counting the clock-network buffers in the layout gives 0.

Setup path
The number of buffer and inverter instances along the worst setup path is 3. The worst-path maximum fanout is 8. The category of the critical setup timing path is in2out. The family with the most delay on the worst path is buffers and inverters. The element type at the critical path end is an output pin. The critical path goes through clkdlybuf4s50_1 > nand4_1 > nor2_4 > buf_12 > mux2_4 > clkdlybuf4s50_1. Among all stages on the critical path, the largest delay is contributed by sky130_fd_sc_hd__clkdlybuf4s50_1.

The element type at the critical path start is an input pin. The data arrival time reported for the critical path is 2190 ps. The data required time at the worst endpoint is 2240 ps. The longest incremental delay of any stage on the critical path is reported as 460 ps. Counting stages on the worst path, the most repeated cell is sky130_fd_sc_hd__clkdlybuf4s50_1.

Floorplanning
The effective utilization at floorplan is 3.33%. Row generation in the floorplan step produced 21 rows. 32 I/O pins were placed. The vertical die size is 80 microns. The core area is 0.00342 sq mm. The chip occupies 0.00640 sq mm. The horizontal die dimension reported for this design is 80 microns.

Power and ir drop
The leakage power is 0.198 nW. In this run the power density over the cells is 104 mW/mm^2. The total power draw is 0.0557 mW. The worst ir drop on vdd is 0.0153 mV.

Synthesis
The chip area in the Yosys report is 114 sq um. The synthesized netlist occupies a cell area of 114 sq um. The number of cells in the yosys synthesis report is 11. The synthesized netlist handed to floorplanning was reported with a cell count of 11. In this run the mean area of a mapped cell was 10.4 sq um. The sequential cell area fraction in the yosys report is 0%. Synthesis instantiated 3 different standard cells from the library. Warnings reported by Yosys during synthesis add up to 1.

Placement
The number of input and output port buffers inserted is 32. After its last routability iteration, the placer logged a weighted congestion of 0.813. Setup slack on the worst path after placement came out at -25.2 ps. After legalization and detailed placement, the total HPWL measured 1130 microns.

Run
Warnings raised by the tools during the run amount to 33. The total of max-cap violations is 0.

GRT
The number of antenna violations at the first check in global routing is 0. The maximum number of pins on one net before global-route repair is 9. The first global-routing pass estimated 1860 microns of wire. The number of global-route vias before repair was 249.

The leftover overflow at the end of global routing is 0. The global-route total usage across every layer is 4.02%.

Routing
For this run, the detailed router's first-pass iteration total came to 2. The final wirelength is 1330 microns. After the first detailed-routing iteration, the DRC count stood at 12. TritonRoute output was used to compute an average wire per cell of 14.6 microns.

The count of antenna-violating nets left after detailed routing is 0. In the routed netlist, the antenna diode instances number 0. The number of vias in the routed layout is 225. The remaining design rule violation count is 0.

The per-cell via count in the routed design is 2.47.

Min path
The start point of the worst hold path is DataIn[5]. The worst hold path cell count is 3. The path class of the lowest-slack min-delay path is in2out.

The endpoint of the worst hold path is reported as RegData[5].

Status
The flow ran to the end, and the final reports show no timing, DRC or antenna violations.
worst max-delay path by stage:
stage / startpoint / end / slack, ps / cells past startpoint
final: Address[2] / RegData[3] / 50 / 6
after global routing: Address[7] / RegData[1] / 10 / 6
after CTS: Address[6] / RegData[5] / -20 / 5
metal layers:
metal	global-route usage, %	routed length [microns]	up-vias
met3	5.00	393	0
met2	3.77	317	25
li1	-	-	114
met1	5.47	616	86
met4	0	0	0
met5	0	0	-
cells by family after synthesis:
| logic type | synth area share, % |
|---|---|
| AND/OR/NAND/NOR | 20.9 |
| multiplexers | 79.1 |
cell type report:
| class | count | area [sq um] |
|---|---|---|
| fill | 384 | 2880 |
| multi-input combinational | 11 | 133 |
| timing repair buffer | 34 | 347 |
| tap | 46 | 57.6 |
what timing repair did:
item,in CTS,in global routing
setup endpoints to repair,8,6
gates resized,3,6
buffers inserted,1,1
pin swaps,2,2
hold buffers,0,0
tightest hold or removal path, stage by stage:
cell and delay, ps:
sky130_fd_sc_hd__clkdlybuf4s50_1 460, sky130_fd_sc_hd__mux2_4 140, sky130_fd_sc_hd__dlymetal6s2s_1 110
stage by stage:
stage                     setup TNS, ps  cells  area [sq um]  hold slack, ps
after floorplan                       0     11           114            1220
after global placement            -4.84     89           492            2190
after detailed placement           -127     89           492            2190
after CTS                         -46.6     90           495            1950
after global routing                  0     91           537            1880
final                                 0     91           537            1830
synthesized netlist by cell type (all sizes together):
cell / number / area share, %
mux2: 8 / 79
nand4: 2 / 11
nor2: 1 / 9.9
placed cells by master, fill, tap and decap left out:
cell type	n
sky130_fd_sc_hd__clkdlybuf4s50_1	28
sky130_fd_sc_hd__mux2_4	5
sky130_fd_sc_hd__mux2_2	3
sky130_fd_sc_hd__dlygate4sd2_1	3
sky130_fd_sc_hd__nand4_1	2
sky130_fd_sc_hd__nor2_4	1
sky130_fd_sc_hd__dlymetal6s2s_1	1
sky130_fd_sc_hd__buf_4	1
sky130_fd_sc_hd__buf_12	1
report_power, final:
group	internal [mW]	leakage, nW	switching (mW)
logic	0.0442	0.198	0.0114
registers	0	0	0
clock network	0	0	0
total	0.0442	0.198	0.0114
Power is estimated from default activity; no workload was simulated.
