## flow/constraint.sdc

```tcl
current_design RegisterFile

set clk_period 1.7
set clk_io_pct 0.2

create_clock -name clk0 -period $clk_period [get_ports {clk}]

set non_clock_inputs [all_inputs -no_clocks]
set_input_delay [expr $clk_period * $clk_io_pct] -clock clk0 $non_clock_inputs
set_output_delay [expr $clk_period * $clk_io_pct] -clock clk0 [all_outputs]
```

## flow/run.sh

```bash
#!/bin/bash
# OpenROAD 26Q1-2900-gdf79404cd8, Yosys 0.63+post, stock flow scripts
make -C /OpenROAD-flow-scripts/flow DESIGN_CONFIG=/design/flow/config.mk WORK_HOME=/design/flow/orfs finish
```

## flow/design.v

```verilog
module RegisterFile(input [7:0] wd3,
                    input clk, we3,
                    input [2:0] wa3, ra1, ra2,
                    output wire [7:0] s0,
                    output reg [7:0] rd1, rd2, s1, s2, s3, s4, s5, s6, s7);
  assign s0 = 0;
  always@(posedge clk) begin
    if(we3)
      case(wa3)
        3'b001:s1=wd3;
        3'b010:s2=wd3;
        3'b011:s3=wd3;
        3'b100:s4=wd3;
        3'b101:s5=wd3;
        3'b110:s6=wd3;
        3'b111:s7=wd3;
      endcase
  end
  always@(*) begin
    case(ra1)
      3'b000:rd1=s0;
      3'b001:rd1=s1;
      3'b010:rd1=s2;
      3'b011:rd1=s3;
      3'b100:rd1=s4;
      3'b101:rd1=s5;
      3'b110:rd1=s6;
      3'b111:rd1=s7;
    endcase
    case(ra2)
      3'b000:rd2=s0;
      3'b001:rd2=s1;
      3'b010:rd2=s2;
      3'b011:rd2=s3;
      3'b100:rd2=s4;
      3'b101:rd2=s5;
      3'b110:rd2=s6;
      3'b111:rd2=s7;
    endcase
  end
endmodule
```

## flow/config.mk

```make
export PLATFORM = sky130hd
export DESIGN_NAME = RegisterFile
export DESIGN_NICKNAME = RegisterFile
export VERILOG_FILES = /design/flow/design.v
export SDC_FILE = /design/flow/constraint.sdc
export NUM_CORES = 4
export LEC_CHECK = 1
export CORE_UTILIZATION = 50
```

==> reports/qor.txt <==
Power density over cell area: 668 nW/µm²
Number of standard cells reported by yosys: 188
Critical path data required time: 1.36 ns
Final clock period utilization by the worst path: 110%
Leakage power total: 2.01 nW
Cell Area, Placed: 4230 µm²
Maximum fanout encountered on the critical timing path: 11
Synth top cell by count: sky130_fd_sc_hd__edfxtp_1
Asr flop ratio synth: 0%
First-pass GRT wire length: 13.1 mm
Total cell area reported by yosys after synthesis: 2830 µm²
Die Wd: 77.3 µm
Number of setup violations in the final report: 18
Instance count of the mapped netlist: 188
Mapped Avg Cell Area: 15.1 µm²
Buf/Inv on CP: 4
Sinks on the clock net: 56
Vias post-DR: 2490
Share of the synthesized area in the top cell type: 59.4%
Number of enable flip-flop cells: 56
Run status: finished with violations
Max-cap check violation count: 0
Post-route design area: 4830 µm²
Post-route core utilization: 88.2%
Clock period minus final worst setup slack: 1.86 ns
TritonCTS Buffers: 5
Dpl ws: -0.801 ns
Per-cell routed wire length: 20.6 µm
Area Growth Syn to Fin: 70.5%
Sequential element share of the synthesized area: 59.4%
Synth cell count leaders: 56 x sky130_fd_sc_hd__edfxtp_1, 23 x sky130_fd_sc_hd__mux2i_1, 18 x sky130_fd_sc_hd__a221oi_1
Largest vdd supply drop: 0.515 mV
Worst-path clk slew: 0.10 ns
Mapped cell area: 2830 µm²
1st-pass router iterations: 6
Worst setup EP type: output port
Initial antenna violation count: 0
Number of placed I/O pins: 99
Number of global-route vias before repair: 2545
Final slew viol count: 0
Count of port buffers added during placement: 90
Startpoint of the worst setup timing path: ra2[2]
Worst setup margin: -0.162 ns
TritonCTS clock tree: done
Drt total wl: 9.10 mm
CP peak stage delay: 0.27 ns
Residual DRC count: 0
Flops & latches, synth: 56
GRT Resource Usage Total: 31.8%
Area of the die: 5970 µm²
CTS HTree Levels: 2
Crit-path cells: buf_8, bufbuf_16, buf_4, nor2b_1, a211oi_1, a311oi_1, buf_2
Path type of the worst setup path: input pin to output port
Antenna diode count: 0
Start point of the worst min-delay path: wd3[5]
CTS max path bufs: 2
Vias/cell: 5.63
Log Warnings: 28
Kind of start point of the critical path: input pin
Yosys warnings: 1
Die outline height: 77.3 µm
CP max stage cell: sky130_fd_sc_hd__bufbuf_16
Area of the placeable core: 5470 µm²
Worst endpoint data arrival time: 1.52 ns
RSZ-0062 raised after global routing: true
DRT iter0 DRCs: 114
Final Hold Violating Endpoints: 0
ANT nets after route: 0
Total Negative Setup Slacks: -1.51 ns
Fp util: 51.7%
Placed wire-length estimate after detailed placement: 5.64 mm
Number of different library cells in the post-synthesis netlist: 28
Share of layout cells above drive strength 1: 49.2%
Site Rows: 27
Violated checks: negative setup slack
Largest cells by area after synthesis: sky130_fd_sc_hd__edfxtp_1 59%, sky130_fd_sc_hd__mux2i_1 8.1%, sky130_fd_sc_hd__a221oi_1 5.6%
Cell type with the highest aggregate area in the netlist: sky130_fd_sc_hd__edfxtp_1
Overflow left after global routing: 0
# hold bufs at CTS: 0
Clock tree root buffer cell: sky130_fd_sc_hd__clkbuf_8
Dominant delay contributor by cell family on the critical path: buffers and inverters
Final Power: 0.00323 W
Largest net degree at the start of global routing: 17
Highest clock frequency the design can meet: 537 MHz
Primary flip-flop cell chosen by synthesis mapping: sky130_fd_sc_hd__edfxtp_1
Min-Delay Path Class: input pin to flop
Gp weighted congestion: 0.880
worst paths after layout:
path,slack (ns),depth (start not counted),to
max,-0.16,7,rd2[5]
min,0.73,1,s4[5]
registers in the layout, summed over array words and instances (netlist names):
register	flops
s5	8
s4	8
s3	8
s2	8
s1	8
s6	8
s7	8
logic make-up (layout without fill, tap and decap cells):
kind of cell	after synthesis	count (layout)	share of synthesized area [%]
flops	56	56	59.4
mux	40	40	16.0
compound gates	39	39	12.7
simple gates	28	28	5.52
buf+inv	24	199	6.27
other cells	1	8	0.132
metal layers:
layer  routed length, µm  vias to the layer above  global-route usage, %
met5                   0                        -                      0
met4                 174                        0                   4.34
met3                 956                       17                   14.4
met2                4490                      146                   48.3
met1                3480                     1210                   47.1
li1                    -                     1117                      -
repair_timing:
| action | in CTS | in global routing |
|---|---|---|
| gates cloned | 1 | 0 |
| setup endpoints to repair | 16 | 22 |
| pin swaps | 28 | 20 |
| gates resized | 127 | 21 |
| endpoints found under the hold margin | 0 | 0 |
| buffers inserted | 24 | 5 |
power by group:
part	leakage, nW	total, W	internal (W)	switching, W
combinational	1.44	0.000634	0.000380	0.000253
sequential	0.509	0.00160	0.00157	0.0000308
clock	0.0642	0.000997	0.000580	0.000417
layout make-up:
cell class / instances / area [µm²]
clock inverter: 2 / 60.1
clock buffer: 5 / 68.8
timing repair buffer: 191 / 1690
inverter: 1 / 3.75
multi-input combinational: 115 / 1230
tap: 72 / 90.1
sequential: 56 / 1680
fill: 271 / 644
placed cells by master (no fill, tap or decap), types with 3 or more instances in the layout:
cell type | netlist | final
sky130_fd_sc_hd__buf_4 | 10 | 82
sky130_fd_sc_hd__clkdlybuf4s50_1 | 0 | 58
sky130_fd_sc_hd__edfxtp_1 | 56 | 56
sky130_fd_sc_hd__mux2i_1 | 23 | 23
sky130_fd_sc_hd__a221oi_2 | 5 | 19
sky130_fd_sc_hd__buf_2 | 6 | 19
sky130_fd_sc_hd__buf_6 | 4 | 19
sky130_fd_sc_hd__mux2_4 | 5 | 15
sky130_fd_sc_hd__conb_1 | 1 | 8
sky130_fd_sc_hd__nor2b_1 | 9 | 6
sky130_fd_sc_hd__a211oi_1 | 7 | 6
sky130_fd_sc_hd__nor2_1 | 6 | 6
sky130_fd_sc_hd__nand2b_1 | 5 | 5
sky130_fd_sc_hd__a311oi_1 | 7 | 5
sky130_fd_sc_hd__clkbuf_8 | 0 | 5
sky130_fd_sc_hd__a221oi_4 | 0 | 4
sky130_fd_sc_hd__dlymetal6s2s_1 | 0 | 4
sky130_fd_sc_hd__nand2_1 | 3 | 3
sky130_fd_sc_hd__buf_8 | 1 | 3
through the flow:
| step | std cells | hold slack [ns] |
|---|---|---|
| final | 442 | 0.732 |
| after global routing | 442 | 0.728 |
| after CTS | 438 | 0.730 |
| after detailed placement | 406 | 1.06 |
| after global placement | 406 | 1.05 |
| after floorplan | 195 | 0.439 |
Power and IR drop assume default switching activity.
